==> ./design.v <==
module DCO (
    input wire [15:0] control,  
    input wire clk,             
    output reg clk_out          
);
    reg [31:0] phase_accumulator;
    always @(posedge clk) begin
        phase_accumulator <= phase_accumulator + control;
        clk_out <= phase_accumulator[31];  
    end
endmodule
==> ./run.sh <==
#!/bin/bash
# OpenROAD 26Q1-2900-gdf79404cd8, Yosys 0.63+post, stock flow scripts
make -C /OpenROAD-flow-scripts/flow DESIGN_CONFIG=/design/flow/config.mk WORK_HOME=/design/flow/orfs finish
==> ./config.mk <==
export PLATFORM = sky130hd
export DESIGN_NAME = DCO
export DESIGN_NICKNAME = DCO
export VERILOG_FILES = /design/flow/design.v
export SDC_FILE = /design/flow/constraint.sdc
export NUM_CORES = 4
export LEC_CHECK = 1
export CORE_UTILIZATION = 30
==> ./constraint.sdc <==
current_design DCO

set clk_period 6.8
set clk_io_pct 0.2

create_clock -name clk0 -period $clk_period [get_ports {clk}]

set non_clock_inputs [all_inputs -no_clocks]
set_input_delay [expr $clk_period * $clk_io_pct] -clock clk0 $non_clock_inputs
set_output_delay [expr $clk_period * $clk_io_pct] -clock clk0 [all_outputs]
==> results.json <==
{
  "critPathBufInv": 1,
  "fin_tns_setup_ps": 0,
  "maxCapViolCount": 0,
  "ios": 18,
  "synth_area_um2": 1812,
  "grt_remaining_overflow": 0,
  "clockPowerShare_pct": 21.8,
  "p_seq_share_pct": 30.2,
  "wirelength_met1_mm": 1.750,
  "crit_fanout": 8,
  "cp_top_family": "AND-OR/OR-AND gates",
  "drt-initial-drc-count": 58,
  "diodes": 0,
  "p_comb_share_pct": 48.1,
  "layout_min_cycle_time_ps": 3665,
  "arrival_ps": 3840,
  "drt-total-wl_mm": 3.339,
  "antenna_found_initial": 0,
  "slowest_delay_ps": 480,
  "cts_buffers": 5,
  "period_used_pct": 53.90,
  "top_cells_by_count": "33 x dfxtp_1, 22 x nand2_1, 16 x ha_1, 15 x a21oi_1, 15 x xnor2_1",
  "worst_setup_path_end_kind": "flop",
  "leakagePower_nw": 0.8861,
  "hpwlAfterDp_mm": 2.516,
  "die_h_um": 79.71,
  "ant_nets": 0,
  "cts-hold-fix-buffers": 0,
  "crit_required_ps": 6980,
  "p_int_w": 0.0006223,
  "dieArea_um2": 6354,
  "startpoint_type": "primary input",
  "gp_congestion": 0.8471,
  "top_area_cell": "dfxtp_1",
  "relSlewSlack_pct": 60.89,
  "fp-utilization_pct": 31.92,
  "setup_viol": 0,
  "clk_pin_slew_worst_paths_ps": 70,
  "clock_latency_ps": 290,
  "yosys-top-cells-area": "dfxtp_1 36%, ha_1 11%, xnor2_1 7.3%",
  "clock_sinks": 33,
  "slowest_stage": "o31a_1",
  "warnings": 25,
  "portBuffers": 17,
  "core-area_um2": 5675,
  "fmax_mhz": 272.8,
  "synth-main-ff-cell": "dfxtp_1",
  "highest_layer": "met4",
  "ir_drop_mv": 0.1360,
  "edf_count": 0,
  "drc": 0,
  "vias": 1404,
  "synth_cell_types": 37,
  "path_class": "primary input to flop",
  "num_rows": 27,
  "clk_path_buf_depth": 2,
  "met3_length_um": 101,
  "grt_usage_pct": 11.46,
  "p_sw_w": 0.0003959,
  "status": "completed",
  "seq_area_frac_synth_pct": 36.46,
  "routedWlPerCell_um": 11.40,
  "r2r-start": "phase_accumulator[0]",
  "hold_path_class": "flop to flop",
  "ys.flops": 33,
  "place_inst": 285,
  "finClkSkew_ps": 5.499,
  "path_cells": "clkdlybuf4s50_1 -> ha_1 -> fa_1 -> a21oi_1 -> o211ai_1 -> a22oi_1 -> o31a_1 -> nor2_1 -> xor2_1",
  "top_cell": "dfxtp_1",
  "cts_tree": "built",
  "viasPerCell": 4.792,
  "syn_to_final_growth_pct": 20.58,
  "netSwitchingFraction_pct": 38.88,
  "tightest_slew_ps": 582.1,
  "yosys_area_um2": 1812,
  "fillers": 561,
  "fin_cells": 293,
  "die_x_um": 79.71,
  "p_per_area_nw_per_um2": 466.1,
  "async_flop_share_pct": 0,
  "cts_root_buf": "clkbuf_8",
  "netlist_instances": 199,
  "ys_cells": 199,
  "wl_met2_mm": 1.426,
  "hold_path_startpoint": "phase_accumulator[31]",
  "htreeDepth": 2,
  "synthDominantCellAreaShare_pct": 36.46,
  "drive_above_1_share_pct": 8.145,
  "grt_setup_unrepaired": "false",
  "cts_resized": 0,
  "avgSynthCellArea_um2": 9.104,
  "grt_pass1_vias": 1365,
  "firstDrtPassIters": 4,
  "grt_pass1_wl_mm": 5.796,
  "drv_slew": 0,
  "ys_warn_count": 1,
  "startpoint": "control[0]",
  "grt_max_degree": 12,
  "final_hold_viol_count": 0,
  "post_cts_buffers": 0
}
worst paths after layout:
kind                                              end  slack, ps  cells past startpoint
worst min-delay path                          clk_out        370                      0
worst min register to register                clk_out        370                      0
worst max register to register  phase_accumulator[24]       4340                      8
worst max-delay path            phase_accumulator[24]       3130                      9
worst reg2reg max path, stage by stage, from the launching register on:
cell,delay (ps)
dfxtp_1,300
ha_1,200
fa_1,410
a21oi_1,240
o211ai_1,130
a22oi_1,330
o31a_1,480
nor2_1,100
xor2_1,150
per-stage QoR:
step	cell area [um2]	setup slack [ps]	hold slack (ps)	util [%]	power [W]
3_3_place_gp	2051	2934	358.0	36.13	0.0007954
3_5_place_dp	2051	2865	358.9	36.13	0.0007953
5_1_grt	2185	3030	385.3	38.49	0.001099
4_1_cts	2185	3151	371.2	38.49	0.001025
6_report	2185	3135	373.2	38.49	0.001018
2_1_floorplan	1812	3686	350.1	-	0.0007121
layout by cell type, fill, tap and decap left out, drive strengths merged, types with 2 or more instances in the layout:
master	count
o21a	2
clkbuf	5
nor2	14
bufinv	2
inv	7
ha	16
xnor2	15
nand4	2
a21oi	16
a41oi	2
a21o	2
o21ai	8
a31oi	3
xor2	13
nor3	11
o211ai	6
and3	2
clkdlybuf4s50	17
dfxtp	33
nand3	9
o21bai	2
a22oi	2
nand2	22
metal layers:
metal	global-route usage, %	up-vias
met1	16.40	632
met5	0	-
met2	17.95	20
met3	2.320	6
met4	2.545	0
li1	-	746
cell families (layout without fill, tap and decap cells):
family / Yosys count / after routing / synth area share (%)
AND/OR/NAND/NOR: 65 / 65 / 19.13
AND-OR/OR-AND: 46 / 46 / 16.09
buffers and inverters: 10 / 32 / 2.625
XOR/XNOR: 28 / 28 / 13.54
flip-flops: 33 / 33 / 36.46
adder cells (fa/ha/maj): 17 / 17 / 12.15
registers in the layout, indices dropped and copies added, names as in the netlist:
signal / flops
phase_accumulator: 32
clk_out: 1
power by group through the flow:
stage	registers, W	logic [W]	clock network [W]
5_1_grt	0.000314	0.000550	0.000235
4_1_cts	0.000307	0.000491	0.000227
6_report	0.000307	0.000489	0.000222
final cells by class:
class | instances | area (um2) | area share [%]
Clock buffer | 5 | 68.82 | 3.150
Clock inverter | 3 | 65.06 | 2.978
Inverter | 7 | 26.28 | 1.203
Multi-Input combinational cell | 156 | 1104 | 50.52
Sequential cell | 33 | 660.6 | 30.24
Tap cell | 72 | 90.09 | 4.124
Timing Repair Buffer | 17 | 170.2 | 7.789
Power is estimated from default activity; no workload was simulated.
