==> ./constraint.sdc <==
current_design Digital_Loop_filter

set clk_period 18.2
set clk_io_pct 0.2

create_clock -name clk0 -period $clk_period [get_ports {clk}]

set non_clock_inputs [all_inputs -no_clocks]
set_input_delay [expr $clk_period * $clk_io_pct] -clock clk0 $non_clock_inputs
set_output_delay [expr $clk_period * $clk_io_pct] -clock clk0 [all_outputs]
==> ./design.v <==
module Digital_Loop_filter (
    input wire clk,                  
    input wire up,                   
    input wire down,                 
    output reg [15:0] control_out    
);
    reg signed [15:0] proportional, integral, derivative;
    reg [15:0] prev_error;
    initial begin
        proportional = 0;
        integral = 0;
        derivative = 0;
        prev_error = 0;
    end
    always @(posedge clk) begin   
        proportional = (up ? 1 : 0) - (down ? 1 : 0);   
        integral = integral + proportional;               
        derivative = proportional - prev_error;           
        control_out = (proportional << 1) + (integral >> 1) + (derivative >> 2);
        prev_error = proportional;
    end
endmodule
==> ./run.sh <==
#!/bin/bash
# OpenROAD 26Q1-2900-gdf79404cd8, Yosys 0.63+post, stock flow scripts
make -C /OpenROAD-flow-scripts/flow DESIGN_CONFIG=/design/flow/config.mk WORK_HOME=/design/flow/orfs finish
==> ./config.mk <==
export PLATFORM = sky130hd
export DESIGN_NAME = Digital_Loop_filter
export DESIGN_NICKNAME = Digital_Loop_filter
export VERILOG_FILES = /design/flow/design.v
export SDC_FILE = /design/flow/constraint.sdc
export NUM_CORES = 4
export LEC_CHECK = 1
export CORE_UTILIZATION = 50
==> reports/qor.txt <==
area of the mapped netlist = 2800 um2
crit end category = flip-flop
first-pass GRT wire length = 9500 um
synthesis warning total = 1
filler cell count = 493
Startpoint Class = input port
fraction of synthesis flops using an asynchronous set or reset pin = 0
Sw Ratio = 0.446
die width = 76.8 um
DRC violations left = 0
Die Ht = 76.8 um
share of layout cells above drive strength 1 = 0.0386
post-synth top area cell = dfxtp_1
Main area contributors = dfxtp_1 (24%), fa_1 (10%), ha_1 (9.8%), xor2_1 (7.2%), inv_1 (5.9%)
first-pass iteration count of the detailed router = 4
worst hold path type = reg2reg
yosys synthesis chip area = 2800 um2
CTS root buf = clkbuf_8
leakage power = 1.43 nW
Non-Filler Instances = 407
RSZ-0062 raised after global routing = false
fin. max-slew vios = 0
Rows = 26
GPL Wtd Cong = 0.817
pre-placement core utilization = 0.534
Tcrit/Tclk final = 0.443
clock power share = 0.089
Comb power frac = 0.660
Int Pwr = 0.360 mW
Routed WL = 5260 um
TritonCTS clock tree = done
initial antenna violation count = 0
ys cells = 327
post-CTS sizing = 0
relative slew slack = 0.455
CTS buffer count = 5
# hold bufs at CTS = 0
GRT Overall Usage = 0.201
DP Wirelength = 3910 um
clk sink count = 34
Final min period = 8.06 ns
Setup Buffers After CTS = 0
Clock transition at path regs = 0.07 ns
Die ar. = 5900 um2
WP data arrival = 8.27 ns
Core ar. = 5240 um2
clock skew = 0.00129 ns
drt wl/cell = 12.9 um
Clock Latency Late Sink = 0.28 ns
Synth flops = 34
synth unique cells = 53
Top cells excl fill/tap = inv_1 (44), dfxtp_1 (34), xor2_1 (23)
vias per inst = 5.44
gr ovfl total = 0
total chip power = 0.649 mW
tool warning count = 27
status = complete, no violations
area delta synth->final = 10.4%
part of the power in registers = 0.250
Peak Freq = 124 MHz
Final Setup Violations = 0
vias in the first global route = 2020
H-tree depth = 2
final setup TNS = 0 ns
CP required = 18.41 ns
VDD IR max = 0.117 mV
Synth Instances = 327
most instantiated logic cell after routing = inv_1
top_reg_cell synth = dfxtp_1
dpl cells = 399
clk buf depth = 2
fin util = 0.590
Port Buf Inserts = 18
io pins = 19
Diodes inserted = 0
Crit Path Category = in2reg
total power per unit cell area = 210 nW/um2
number of max-cap violations = 0
antenna viol nets, final = 0
Top-area cell share = 0.243
Seq share, synth = 0.243
Avg Cell Area, Syn = 8.55 um2
Final Hold Viols = 0
routed vias = 2214
Worst-Margin Slew = 0.817 ns
initial drt markers = 146
number of enable flip-flop cells = 0
CP Max Fanout = 44
Psw = 0.289 mW
largest net degree at the start of global routing = 45
[worst paths after layout]
kind	from	endpoint	slack, ns	cells past startpoint
worst max-delay path	down	control_out[15]$_DFF_P_	10.14	17
worst min-delay path	integral[0]$_DFF_P_	integral[0]$_DFF_P_	0.47	1
worst max register to register	integral[1]$_DFF_P_	control_out[15]$_DFF_P_	14.16	14
worst min register to register	integral[0]$_DFF_P_	integral[0]$_DFF_P_	0.47	1
[area by class of cell]
cell class                 instances  area (um2)  area share
inverter                          45         169      0.0547
timing repair buffer              20         195      0.0632
sequential                        34         681       0.220
tap                               70        87.6      0.0284
clock buffer                       7        86.3      0.0280
multi-input combinational        230        1860       0.604
clock inverter                     1        5.00     0.00162
[power by group through the flow]
stage	clock network (mW)	logic, mW	registers [mW]
CTS	0.0604	0.433	0.162
global route	0.0644	0.495	0.170
finish	0.0580	0.429	0.163
[routing by layer]
metal,track usage,share of wire,up-vias
met4,0.0192,0.0095,0
met2,0.323,0.47,40
li1,-,-,1140
met1,0.308,0.49,1027
met3,0.0242,0.034,7
met5,0,0,-
[registers in the layout (all words and copies together), names as in the netlist]
signal       flops
integral        16
control_out     16
prev_error       2
[worst max-delay path: stages]
cell and delay, ns:
clkdlybuf4s50_1 0.49, ha_1 0.15, buf_4 0.42, xor2_1 0.13, ha_1 0.25, a21o_1 0.19
a22o_1 0.30, a221o_1 0.40, a311oi_2 0.32, xnor2_1 0.20, fa_1 0.47, ha_1 0.36
nand3_1 0.14, a21oi_1 0.06, o31a_1 0.28, a311oi_1 0.31, xnor2_1 0.16
[synth_stat cells, types with 2 or more instances]
| master | number |
|---|---|
| nor2b_1 | 6 |
| buf_1 | 4 |
| o21ai_1 | 5 |
| nand2b_1 | 5 |
| buf_2 | 6 |
| a22o_1 | 3 |
| ha_1 | 22 |
| o32a_1 | 2 |
| a31oi_1 | 4 |
| dfxtp_1 | 34 |
| nor2_1 | 13 |
| xnor2_1 | 18 |
| nand4_1 | 5 |
| xor2_1 | 23 |
| nor3_1 | 4 |
| o31ai_1 | 2 |
| fa_1 | 14 |
| and3_1 | 3 |
| o31a_1 | 5 |
| o211ai_1 | 2 |
| inv_1 | 44 |
| a311oi_1 | 2 |
| a211o_1 | 2 |
| a21o_1 | 7 |
| o21a_1 | 7 |
| nand2_1 | 15 |
| a21oi_1 | 20 |
| nor4_1 | 2 |
| a211oi_1 | 2 |
| or3_1 | 2 |
| o21ai_0 | 14 |
| clkbuf_1 | 7 |
| nand3_1 | 3 |
[kinds of logic (layout without fill, tap and decap cells)]
family,Yosys count,count (layout),synth area share
AND-OR/OR-AND,88,88,0.217
AND/OR/NAND/NOR,64,64,0.119
buffers and inverters,63,73,0.0899
XOR/XNOR,41,41,0.128
adder cells (fa/ha/maj),36,36,0.199
flip-flops,34,34,0.243
multiplexers,1,1,0.00358
[stage by stage]
| stage | hold slack [ns] | setup slack (ns) | instance area, um2 |
|---|---|---|---|
| after floorplan | 0.432 | 10.25 | 2800 |
| after global placement | 0.443 | 9.92 | 3000 |
| after detailed placement | 0.454 | 9.90 | 3000 |
| after CTS | 0.472 | 10.15 | 3090 |
| after global routing | 0.504 | 9.89 | 3090 |
| final | 0.468 | 10.14 | 3090 |
Power is estimated from default activity; no workload was simulated.
