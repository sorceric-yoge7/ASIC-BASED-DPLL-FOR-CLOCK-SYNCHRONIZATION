==> flow/design.v <==
module Adaptive_bandwidth_control (
    input wire lock_status,        
    input wire [15:0] control_in,  
    output reg [15:0] control_out  
);
    always @(*) begin
        if (lock_status)
            control_out = control_in >> 1;  
        else
            control_out = control_in << 1;  
    end
endmodule
==> flow/run.sh <==
#!/bin/bash
# OpenROAD 26Q1-2900-gdf79404cd8, Yosys 0.63+post, stock flow scripts
make -C /OpenROAD-flow-scripts/flow DESIGN_CONFIG=/design/flow/config.mk WORK_HOME=/design/flow/orfs finish
==> flow/config.mk <==
export PLATFORM = sky130hd
export DESIGN_NAME = Adaptive_bandwidth_control
export DESIGN_NICKNAME = Adaptive_bandwidth_control
export VERILOG_FILES = /design/flow/design.v
export SDC_FILE = /design/flow/constraint.sdc
export NUM_CORES = 4
export LEC_CHECK = 1
export CORE_AREA = 10 10 70 70
export DIE_AREA = 0 0 80 80
==> flow/constraint.sdc <==
current_design Adaptive_bandwidth_control

set clk_period 1.0
set clk_io_pct 0.2

create_clock -name clk0 -period $clk_period

set non_clock_inputs [all_inputs -no_clocks]
set_input_delay [expr $clk_period * $clk_io_pct] -clock clk0 $non_clock_inputs
set_output_delay [expr $clk_period * $clk_io_pct] -clock clk0 [all_outputs]
==> flow_metrics.env <==
# physical design summary
export IMPL_seq_area_um2=0
export IMPL_flops=0
export IMPL_grt_max_degree=9
export IMPL_hold_viol=0
export IMPL_synth_distinct_cells=6
export IMPL_grt_pass1_wl_um=1669
export IMPL_stdcell_area_um2=678.2
export IMPL_ios=33
export IMPL_setup_viol=14
export IMPL_startpoint_type="input port"
export IMPL_p_comb_frac=1.000
export IMPL_fin_crit_ns=1.168
export IMPL_slew_headroom=0.9463
export IMPL_required_ns=0.80
export IMPL_route_vias_total=295
export IMPL_finish_utilization=0.1985
export IMPL_drt_iter0_markers=0
export IMPL_worstPathMaxFanout=7
export IMPL_dieArea_mm2=0.006400
export IMPL_crit_path_cell_trace="buf_12 > buf_12 > buf_12 > mux2_4 > buf_6"
export IMPL_grtUsageTotal=0.03256
export IMPL_cp_arrival_ns=0.97
export IMPL_hold_class="in -> out"
export IMPL_peakVddDrop_mv=0.1451
export IMPL_seq_power_share=0
export IMPL_lay_top_cells="dlygate4sd2_1 (15), mux2_4 (13), buf_2 (9), buf_6 (9), buf_12 (4)"
export IMPL_synth_stat_cells=18
export IMPL_nClkBuffers=0
export IMPL_final_period_utilization=1.168
export IMPL_rsz0062_at_grt="yes"
export IMPL_fp_util=0.06886
export IMPL_grt_pass1_vias=319
export IMPL_end_kind="output port"
export IMPL_avgRoutedWirePerCell_um=11.46
export IMPL_power_internal_uw=202.2
export IMPL_fmax_mhz=856.5
export IMPL_setup_ws_ns=-0.1676
export IMPL_p_leak_nw=0.3528
export IMPL_slew_viol_final=0
export IMPL_avgSynthCellArea_um2=13.07
export IMPL_worstHoldPathCells=3
export IMPL_routabilityCongestion=0.7435
export IMPL_n_antenna_cell=0
export IMPL_status="finished with violations"
export IMPL_min_to="control_out[1]"
export IMPL_max_stage_delay_ns=0.30
export IMPL_ant_nets=0
export IMPL_grt_overflow_total=0
export IMPL_rows=21
export IMPL_layout_top_cell="dlygate4sd2_1"
export IMPL_drt_pass1_iter_count=1
export IMPL_critPathBufInv=4
export IMPL_violations="negative setup slack"
export IMPL_routed_wl_um=1157
export IMPL_pwr_density_cell_mw_per_mm2=395.9
export IMPL_yosysSeqAreaShare=0
export IMPL_dpl_cell_area_um2=611.8
export IMPL_clockPowerShare=0
export IMPL_die_w_um=80
export IMPL_sw_frac_of_total=0.2468
export IMPL_whs_ns=0.7093
export IMPL_drc_errors=0
export IMPL_synthToLayoutAreaGrowth_pct=188.3
export IMPL_worst_pin_slew_ns=0.08052
export IMPL_io_buffers=33
export IMPL_yosysChipArea_um2=235.2
export IMPL_ys_warnings_count=1
export IMPL_netlist_instances=18
export IMPL_via_per_inst=2.921
export IMPL_synthesis_area_um2=235.2
export IMPL_fp_dieH_um=80
export IMPL_worst_path_max_delay_cell="mux2_4"
export IMPL_path_class="in -> out"
export IMPL_cpMostUsedCell="buf_12"
export IMPL_cp_top_family="buffers and inverters"
export IMPL_core_area_mm2=0.003416
export IMPL_power_switching_uw=66.26
export IMPL_tool_warnings=34
export IMPL_grt_antenna_before_repair=0
export IMPL_drive_gt1_frac=0.7091
export IMPL_min_from="control_in[0]"
export IMPL_cap_violations=0
cells in the mapped netlist:
| library cell | count | share of area |
|---|---|---|
| buf_6 | 1 | 0.048 |
| mux2_2 | 6 | 0.29 |
| and2b_2 | 1 | 0.037 |
| mux2_4 | 8 | 0.51 |
| buf_12 | 1 | 0.085 |
| and2_2 | 1 | 0.032 |
worst max-delay path by stage:
stage | start | end | slack, ns | cells after the start
final | lock_status | control_out[1] | -0.17 | 5
after CTS | lock_status | control_out[9] | -0.17 | 5
after global routing | lock_status | control_out[11] | -0.18 | 5
timing repair:
item | in CTS | in global routing
setup buffers | 4 | 0
cloned | 1 | 0
gates resized | 81 | 9
setup endpoints to repair | 16 | 14
hold buffers | 0 | 0
layout make-up:
cell class | instances | area [um2]
tap | 46 | 57.56
fill | 393 | 2738
multi-input combinational | 16 | 222.7
timing repair buffer | 39 | 397.9
logic make-up (layout without fill, tap and decap cells):
family,after synthesis,in the layout,synth area share
buffers and inverters,2,39,0.1330
and+or+nand+nor,2,2,0.06917
muxes,14,14,0.7979
layer usage:
layer  GRT usage  part of all wire
met2     0.03772              0.30
met4           0                 0
met1     0.04812              0.48
met3     0.02386              0.22
met5           0                 0
per-stage QoR:
stage          setup slack, ns  total power, mW  instances  TNS [ns]
4_1_cts                -0.1743           0.2477        101    -1.813
3_5_place_dp           -0.8456           0.2527         96    -12.75
2_1_floorplan          0.07785          0.08179         18         0
5_1_grt                -0.1834           0.2909        101    -2.000
3_3_place_gp           -0.8466           0.2516         96    -12.70
6_report               -0.1676           0.2685        101    -1.721
power groups by stage:
stage / registers [mW] / logic, mW / clock network (mW)
4_1_cts: 0 / 0.248 / 0
5_1_grt: 0 / 0.291 / 0
6_report: 0 / 0.268 / 0
Power and IR drop assume default switching activity.
